[./run.sh]
#!/bin/bash
# OpenROAD 26Q1-2900-gdf79404cd8, Yosys 0.63+post, stock flow scripts
make -C /OpenROAD-flow-scripts/flow DESIGN_CONFIG=/design/flow/config.mk WORK_HOME=/design/flow/orfs finish
[./config.mk]
export PLATFORM = sky130hd
export DESIGN_NAME = mult16x16_16
export DESIGN_NICKNAME = mult16x16_16
export VERILOG_FILES = /design/flow/design.v
export SDC_FILE = /design/flow/constraint.sdc
export NUM_CORES = 4
export LEC_CHECK = 1
export CORE_UTILIZATION = 50
[./constraint.sdc]
current_design mult16x16_16

set clk_period 32.3
set clk_io_pct 0.2

create_clock -name clk0 -period $clk_period [get_ports {clk}]

set non_clock_inputs [all_inputs -no_clocks]
set_input_delay [expr $clk_period * $clk_io_pct] -clock clk0 $non_clock_inputs
set_output_delay [expr $clk_period * $clk_io_pct] -clock clk0 [all_outputs]
[./design.v]
module mult16x16_16 (
    input  logic             clk,
    input  logic             reset,
    input  logic [15:0]      a,
    input  logic [15:0]      b,
    input  logic             start,
    output logic [31:0]      result,
    output logic             done
);
localparam MAX_CNT = 4'd15;
logic [31:0]  r, next_r;
logic         d, next_d;
logic [2:0]   cnt;
always_ff @(posedge clk) begin
  r   <= (reset) ? 32'h0 : (cnt == 3'd0) ? next_r : r + next_r;
  d   <= (reset) ? 1'd0 : next_d;
  if (d) begin
    cnt <= (reset) ? 3'd0 : cnt;
  end
  else begin
    cnt <= (reset) ? 3'd0 : cnt + 3'd1;
  end
end
always_comb begin
  next_d = (cnt == 3'd7) ? start : 1'd0;
  next_r =((b[cnt] == 1) ? (a << cnt) : 32'd0) + ((b[MAX_CNT-cnt] == 1) ? (a << MAX_CNT-cnt) : 32'd0);
end
assign done = d;
assign result = r;
endmodule
==> results_slide.txt <==
Implementation Results

Clock tree
  – Gates resized, CTS repair: 0
  – TritonCTS Buffers: 5
  – Clock Sink Count: 36
  – CTS root buffer: clkbuf_8
  – Setup Fix Bufs, Post-CTS: 0
  – Hold buffer count at cts: 0
  – H-tree level count: 2
  – CTS clock-pin slew for the worst setup and hold paths: approximately 0.080 ns
  – CTS max path bufs: 2
  – Clock tree from TritonCTS: yes
  – Insertion delay at the late pin of the worst-skew pair: 0.30 ns

Worst setup path
  – Bufs and invs on worst path: 1
  – Category of the worst setup path launch point: input port
  – CP required: between 30 and 40 ns
  – Crit Path Class: in2reg
  – Crit path top cell by count: a211oi_1
  – Cell depth of the worst flop-to-flop path: 22
  – Crit Reg-Reg Endpoint: r[31]
  – Worst path top cell family by delay: AND-OR/OR-AND gates
  – Peak per-stage delay on the critical path: roughly 0.52 ns
  – Cells along the critical path: clkdlybuf4s50_1, mux4_2, nand2_1, and2_1, a211oi_1, ha_1, fa_1, a21o_1, nand4_1, a31oi_1, o21ai_0, a21oi_1, xnor2_1, nor2_1, ha_1, a211oi_1, o21ai_1, o311a_1, a2111oi_2, a211oi_1, a211oi_2, xor2_1, nor2_1
  – Crit path DAT: approximately 12 ns
  – Cell type of the slowest stage on the worst timing path: and2_1
  – Max Fanout on Critical Path: 15
  – Capturing element type of the critical path: flip-flop
  – Setup slack on the worst flop-to-flop path: about 26 ns
  – Reg-to-reg startpoint: cnt[2]

Route
  – Wire length on met3: between 700 and 800 um
  – Routed wire per std cell: between 15 and 20 um
  – Final antenna diode count: 0
  – Antenna viol nets, final: 0
  – Met2 wire length: around 6700 um
  – Top Layer Used: met4
  – Sum of routed wire segments on met1: ~6700 um
  – Total wire length after detailed routing: 14420 um
  – Number of detailed-routing iterations run before antenna repair: 5
  – Via-per-instance ratio: 5.919
  – Detailed-route via count: approximately 5500
  – Number of DRC markers after the initial detailed-route iteration: around 340
  – DRC: 0

Die
  – IO Pins: 68
  – Row Count: 37
  – Core Box Area: roughly 10000 sq um
  – Core utilization before placement: 0.5211
  – DIE WIDTH: roughly 110 um
  – Total die area: roughly 11000 sq um
  – Height of the chip: between 100 and 150 um

Final timing
  – Final hold violations: 0
  – Final setup violation count: 0
  – Post-Route Setup TNS: 0 ns
  – Skew final: 0.01445 ns
  – Final worst slack: 20.29 ns
  – Unrepaired setup endpoints after global routing: false
  – Remaining max-slew budget at the tightest pin: 0.4986
  – Slew @ Worst Pin: about 0.75 ns
  – Number of max-slew violations in the final report: 0
  – Portion of the clock cycle consumed by the worst path in the final layout: 0.3717
  – Post-layout min period: between 10 and 15 ns
  – Maximum achievable frequency: between 80 and 90 MHz

Job
  – Count of warning messages emitted by the tools: 31
  – Number of max-cap violations: 0

Pwr
  – VDD IR-drop max: around 0.026 mV
  – Sequential share of power: 0.216
  – Power density over the cells: 44.61 nW/um^2
  – Switching Share: 0.4553
  – Share of power burned in the clock network: 0.119
  – Leakage component of the power: 2.611 nW
  – Internal power: roughly 0.00015 W
  – Power spent charging and discharging nets: 0.0001264 W
  – Logic gate share of total power: 0.665

Yosys
  – Synth area leaders: ha_1 (12%), dfxtp_1 (12%), a21oi_1 (8.1%)
  – Post-synth top area share: 0.1222
  – Ys cells: 752
  – Commonest cells post-synth: nor2_1 (108), a21oi_1 (88), nand2_1 (73)
  – Synthesis area per yosys: about 5400 sq um
  – Number of warnings issued by yosys: 1
  – Area leader, netlist: ha_1
  – Share of flip-flops with an asynchronous set or reset after synthesis: 0
  – Number of distinct library cells after synthesis: ~67
  – Gate Count Post-Synth: 752
  – Leading cell type by number of instances after synthesis: nor2_1
  – Synth Register Bits: 36
  – Register area share after synthesis: 0.1383
  – Ys flop type: dfxtp_1
  – Post-synthesis instance area: 5428 sq um
  – Count of library flops with an enable pin: 3
  – Avg Cell Area, Syn: just over 7 sq um

Placed design
  – GP Congestion: ~0.95
  – Placement Setup Slack: between 20 and 25 ns
  – Buffers added on ports: approximately 67
  – Post-detail-place hpwl: 11310 um

Layout
  – Relative area change from synthesis to final layout: 14.68%
  – Fraction of layout instances using a drive strength above 1: 0.05549

Global routing
  – Gr usage total: 0.2662
  – Leftover overflow at the end of global routing: 0
  – Global-route wire length before repair: about 24000 um
  – Vias in the first global route: around 5000
  – Antenna violations before repair: 0
  – Pin count of the biggest net entering global routing: around 50

Status
  – Run status: complete, no violations

Hold path
  – Min-delay worst type: reg2reg
  – Worst hold path stage count: 1
  – Min-delay src: d
  – Terminating pin of the worst hold path: cnt[0]
-- logic make-up (layout without fill, tap and decap cells) --
family / Yosys count / count (layout) / share of synthesized area
AND-OR/OR-AND: 250 / 250 / 0.2978
adder cells (fa/ha/maj): 55 / 55 / 0.1296
XOR/XNOR: 43 / 43 / 0.06939
AND/OR/NAND/NOR: 284 / 284 / 0.2455
multiplexers: 29 / 29 / 0.07607
flip-flops: 36 / 36 / 0.1383
buffers and inverters: 55 / 96 / 0.04334
-- power groups by stage --
stage	sequential (W)	combinational (W)	clock, W
after global routing	0.0000613	0.000206	0.0000372
after CTS	0.0000602	0.000184	0.0000347
final	0.0000601	0.000185	0.0000330
-- cells in the final DEF (no fill, tap or decap), types with 4 or more instances in the layout --
| master | n |
|---|---|
| a211o_1 | 5 |
| a211oi_1 | 30 |
| a211oi_2 | 4 |
| a21o_1 | 19 |
| a21oi_1 | 88 |
| a31oi_1 | 10 |
| and2_1 | 7 |
| and3_1 | 7 |
| buf_4 | 7 |
| clkbuf_8 | 5 |
| clkdlybuf4s50_1 | 67 |
| dfxtp_1 | 33 |
| ha_1 | 53 |
| inv_1 | 14 |
| mux2_2 | 9 |
| mux2i_1 | 12 |
| mux4_2 | 4 |
| nand2_1 | 73 |
| nand2b_1 | 20 |
| nand3_1 | 8 |
| nand4_1 | 10 |
| nor2_1 | 108 |
| nor2b_1 | 12 |
| nor3_1 | 13 |
| nor3b_1 | 8 |
| o211ai_1 | 6 |
| o21a_1 | 7 |
| o21ai_0 | 46 |
| o21bai_1 | 4 |
| o31ai_1 | 5 |
| or3_1 | 4 |
| xnor2_1 | 25 |
| xor2_1 | 18 |
-- sequential cells by signal (all words and copies together) (netlist names) --
register	cells
r	32
cnt	3
d	1
-- worst max path at each step --
stage | endpoint | depth (start not counted) | from
after global routing | r[31] | 23 | b[7]
final | r[31] | 23 | b[7]
after CTS | r[31] | 23 | b[7]
-- stage by stage --
| stage | area, sq um | util | std cells | hold WS (ns) | total power [W] |
|---|---|---|---|---|---|
| 2_1_floorplan | 5428 | - | 752 | 0.5447 | 0.0001930 |
| 3_3_place_gp | 6145 | 0.5899 | 922 | 0.5765 | 0.0002429 |
| 3_5_place_dp | 6145 | 0.5899 | 922 | 0.5913 | 0.0002438 |
| 4_1_cts | 6225 | 0.5976 | 929 | 0.6101 | 0.0002789 |
| 5_1_grt | 6225 | 0.5976 | 929 | 0.6483 | 0.0003041 |
| 6_report | 6225 | 0.5976 | 929 | 0.6109 | 0.0002777 |
-- layout make-up --
cell class / instances / area [sq um]
inverter: 15 / 56.30
clock inverter: 2 / 11.26
multi-input combinational: 661 / 4444
sequential: 36 / 750.7
timing repair buffer: 74 / 723.2
clock buffer: 5 / 68.82
fill: 967 / 4192
tap: 136 / 170.2
-- per-layer routing --
metal  vias to the layer above  track usage
met5                         -            0
met4                         0      0.05556
met3                        22      0.04253
met2                       142       0.4263
met1                      2494       0.3819
li1                       2841            -
No activity file was given, so power comes from the tool's default toggle rates.
