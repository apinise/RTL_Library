==> flow/design.v <==
module mult16x16_1 (
  input  logic             clk,
  input  logic             reset,
  input  logic [15:0]      a,
  input  logic [15:0]      b,
  input  logic             start,
  output logic [31:0]      result,
  output logic             done
);
logic [31:0]        r;
logic [15:0][31:0]  next_r;
logic [31:0]        next_r2;
logic               d;
logic               next_d;
genvar i;
integer j;
generate
  for (i=0; i < 16; i++) begin
    assign next_r[i] = (b[i] == 1) ? (a << i) : 32'd0;
  end
endgenerate
always_ff @(posedge clk) begin
  r <= (reset) ? 32'h0 : next_r2;
  d <= (reset) ? 1'd0 : next_d;
end
always_comb begin
  next_d  = start;
  next_r2 = '0;
  for (j = 0; j < 16; j=j+1) begin
    next_r2 = next_r2 + next_r[j];
  end
end
assign done = d;
assign result = r;
endmodule
==> flow/run.sh <==
#!/bin/bash
# OpenROAD 26Q1-2900-gdf79404cd8, Yosys 0.63+post, stock flow scripts
make -C /OpenROAD-flow-scripts/flow DESIGN_CONFIG=/design/flow/config.mk WORK_HOME=/design/flow/orfs finish
==> flow/config.mk <==
export PLATFORM = sky130hd
export DESIGN_NAME = mult16x16_1
export DESIGN_NICKNAME = mult16x16_1
export VERILOG_FILES = /design/flow/design.v
export SDC_FILE = /design/flow/constraint.sdc
export NUM_CORES = 4
export LEC_CHECK = 1
export CORE_UTILIZATION = 30
==> flow/constraint.sdc <==
current_design mult16x16_1

set clk_period 10.1
set clk_io_pct 0.2

create_clock -name clk0 -period $clk_period [get_ports {clk}]

set non_clock_inputs [all_inputs -no_clocks]
set_input_delay [expr $clk_period * $clk_io_pct] -clock clk0 $non_clock_inputs
set_output_delay [expr $clk_period * $clk_io_pct] -clock clk0 [all_outputs]
==> reports/results.ini <==
[clock_network]
cts_sinks=33
cts_inserted_buffers=5
clk_pin_slew_worst_paths_ns=0.06
h-tree-depth=2
cts_root_buf=clkbuf_16
post_cts_buffers=0
cts_hold_buf=0
ctsLongestPathBuffers=2
cts_tree=built
ctsResizeCount=0

[min_path]
worst_hold_path.endpoint=d
hp-class=in2reg
holdCritStartpoint=start
whs_path_depth=2

[setup_path]
worst_path_max_delay_cell=clkdlybuf4s50_1
critPathLaunchType=primary input
cp_cell_sequence=clkdlybuf4s50_1, and2_1, fa_1, inv_1, fa_1, fa_1, fa_1, inv_1, fa_1, inv_1, fa_1, inv_1, ha_1, a21oi_1, o21ai_0, a221oi_1, o21ai_0, a31oi_1, mux2_2
crit_path_max_fanout=16
cpMostUsedCell=fa_1
required_ns=10.26
crit_type=in2reg
max_stage_delay_ns=0.79
crit_path_end_kind=flip-flop
crit_arrival_ns=8.15

[global_routing]
grt_remaining_overflow=0
grt_antenna_before_repair=0
grt_first_pass_wirelength_um=33600
grt_pass1_vias=6873
grt_use_total_pct=14.5
grt_max_degree=42

[final_layout]
drive_gt1_share_pct=2.53
final_common_cell=fa_1
area_growth_pct=13.0
final_cell_mix=198 x fa_1, 188 x inv_1, 162 x nand2_1

[synthesis]
yosysWarnings=1
ys_sh_xor_pct=1.46
ys_seq_share_pct=7.34
aoi_share_pct=4.96
mux_area_share_pct=0.750
yosys.area_share.adder_pct=57.2
ys.flops=33
syn_inst=989
yosys-dominant-comb-family=adder cells
area_leaders=fa_1 44%, ha_1 13%, inv_1 7.8%
yosys-stat-area_sq_mm=0.00900
synth_area_sq_mm=0.00900
synthDominantCellAreaShare_pct=44.0
top_area_cell=fa_1
synthSimpleGateAreaFrac_pct=18.9
synth_cell_types=44
syn_area_per_cell_sq_um=9.11
ys_cells=989

[placed_design]
gp_congestion=0.868
dp.final_hpwl_um=16500
io_buffers=67

[sta]
final_max_slew_viol_count=0
finalSetupTns_ns=0
finalHoldViolCount=0
period_used_pct=79.1
setup_violations=0
fmax_mhz=125
slew_headroom_pct=51.4
period_minus_slack_ns=7.99
rsz0062_at_grt=no
fin_hold_ws_ns=2.29
tightest_slew_ns=0.727

[drt]
first_pass_iters=20
vias=6538
drc_errors=0
wl_met1_um=8020
dr_wl_met2_um=10600
vias_per_cell=4.61
routed.top_layer=met4
postRouteAntennaNets=0
diodes=0
dr_wl_met3_um=741
wl_per_cell_um=13.8
drtIter0Drc=242
drt_wl_total_um=19600

[floorplanning]
die_area_sq_mm=0.0307
rows=63
pin_count=68
die_h_um=175
fp_util_pct=30.5
core_sq_mm=0.0296
die_w_um=175

[run]
warnings=25
drv_cap=0

[status]
status=complete, no violations

## cells by family (layout without fill, tap and decap cells)
logic type      count (synthesis)  count (layout)
xor+xnor                       15              15
buf+inv                       225             265
fa+ha+maj                     293             293
mux                             6               6
simple gates                  350             350
compound gates                 67              67
flops                          33              33
## synth_stat cells, drive strengths merged
library cell and n:
fa 198, inv 188, nand2 162, and2 111, ha 95, clkbuf 36, dfxtp 33, nor2 30
a21oi 23, nor2b 19, o21ai 13, nand3 8, nor3 8, xnor2 8, o211ai 7, xor2 7
mux2 6, a21o 5, nand4 4, a211oi 3, a31oi 3, and3 3, a21boi 2, o21a 2
a211o 1, a221o 1, a221oi 1, a22oi 1, a31o 1, a41oi 1, and4 1, buf 1
nand2b 1, o21ba 1, o21bai 1, o31ai 1, or2 1, or3 1, or4b 1
## critical path: cells and delay by family
family | cells | cell delay (ns)
AOI/OAI and AO/OA | 5 | 1.02
adders and majority gates | 7 | 3.36
buffers and inverters | 5 | 0.99
muxes | 1 | 0.38
and+or+nand+nor | 1 | 0.38
## layout make-up
| class | count | area [sq um] |
|---|---|---|
| timing repair buffer | 69 | 686 |
| multi-input combinational | 731 | 7500 |
| inverter | 188 | 706 |
| clock buffer | 6 | 129 |
| clock inverter | 2 | 10.0 |
| sequential | 33 | 661 |
| tap | 390 | 488 |
| fill | 3002 | 19400 |
## worst max path at each step
stage	startpoint	endpoint
4_1_cts	b[9]	r[30]
5_1_grt	b[9]	r[30]
6_report	b[9]	r[30]
## registers in the layout, summed over array words and instances, names as in the netlist
signal  cells
d           1
r          32
## through the flow
step	utilization, %	cell area (sq um)	std cells	worst slack [ns]
CTS	34.4	10200	1419	2.05
global placement	34.0	10000	1411	1.81
finish	34.4	10200	1419	2.11
global route	34.4	10200	1419	1.76
detailed placement	34.0	10000	1411	1.76
floorplan	-	9000	989	2.98
## routing by layer
metal	global-route usage, %	up-vias
met1	19.4	3326
li1	-	3055
met4	2.36	0
met2	25.6	131
met5	0	-
met3	2.38	26
